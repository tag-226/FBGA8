### flow/config.mk
export PLATFORM = sky130hd
export DESIGN_NAME = TopModule
export DESIGN_NICKNAME = TopModule
export VERILOG_FILES = /design/flow/design.v
export SDC_FILE = /design/flow/constraint.sdc
export NUM_CORES = 4
export LEC_CHECK = 1
export CORE_UTILIZATION = 50
### flow/constraint.sdc
current_design TopModule

set clk_period 4.1
set clk_io_pct 0.2

create_clock -name clk0 -period $clk_period [get_ports {clk}]

set non_clock_inputs [all_inputs -no_clocks]
set_input_delay [expr $clk_period * $clk_io_pct] -clock clk0 $non_clock_inputs
set_output_delay [expr $clk_period * $clk_io_pct] -clock clk0 [all_outputs]
### flow/design.v
`timescale 1ns / 1ps
module BinaryToBCD (
    input wire clk,                  
    input wire reset,                
    input wire start,                
    input wire [11:0] binary,        
    output reg [15:0] bcd,           
    output reg ready                 
);
    parameter IDLE = 3'b000;
    parameter LOAD = 3'b001;
    parameter ADD3 = 3'b010;
    parameter SHIFT = 3'b011;
    parameter DONE = 3'b100;
    reg [2:0] current_state, next_state;  
    reg [27:0] shift_reg;                 
    reg [3:0] bit_counter;                
    integer i;
    always @(posedge clk or posedge reset) begin
        if (reset)
            current_state <= IDLE;
        else
            current_state <= next_state;
    end
    always @* begin
        next_state = current_state;
        ready = 0;
        case (current_state)
            IDLE: begin
                if (start)
                    next_state = LOAD;
            end
            LOAD: begin
                next_state = ADD3;
            end
            ADD3: begin
                next_state = SHIFT;
            end
            SHIFT: begin
                if (bit_counter == 0)
                    next_state = DONE;
                else
                    next_state = ADD3;
            end
            DONE: begin
                ready = 1;  
                if (!start)
                    next_state = IDLE;
            end
        endcase
    end
    always @(posedge clk or posedge reset) begin
        if (reset) begin
            shift_reg <= 0;
            bit_counter <= 0;
            bcd <= 0;
        end else begin
            case (current_state)
                IDLE: begin
                    shift_reg <= 0;
                    bit_counter <= 0;
                    bcd <= 0;
                end
                LOAD: begin
                    shift_reg[11:0] <= binary;
                    shift_reg[27:12] <= 16'b0;  
                    bit_counter <= 12;          
                end
                ADD3: begin
                    for (i = 27; i >= 16; i = i - 4) begin
                        if (shift_reg[i -: 4] >= 5) begin
                            shift_reg[i -: 4] <= shift_reg[i -: 4] + 3;
                        end
                    end
                end
                SHIFT: begin
                    shift_reg <= shift_reg << 1;
                    bit_counter <= bit_counter - 1;
                end
                DONE: begin
                    bcd <= shift_reg[27:12];
                end
            endcase
        end
    end
endmodule
`timescale 1ns / 1ps
module DisplayDriver (
    input wire clk,                
    input wire reset,              
    input wire [15:0] bcd,         
    output reg [6:0] segments,     
    output reg [3:0] anodes        
);
    reg [1:0] digit_select;        
    reg [3:0] current_digit;       
    reg [16:0] clk_divider;        
    always @(posedge clk or posedge reset) begin
        if (reset)
            clk_divider <= 0;
        else
            clk_divider <= clk_divider + 1;
    end
    always @(posedge clk_divider[16] or posedge reset) begin
        if (reset)
            digit_select <= 0;
        else
            digit_select <= digit_select + 1;
    end
    always @* begin
        case (digit_select)
            2'b00: begin
                anodes = 4'b1110;    
                current_digit = bcd[3:0];   
            end
            2'b01: begin
                anodes = 4'b1101;    
                current_digit = bcd[7:4];
            end
            2'b10: begin
                anodes = 4'b1011;    
                current_digit = bcd[11:8];
            end
            2'b11: begin
                anodes = 4'b0111;    
                current_digit = bcd[15:12];  
            end
            default: begin
                anodes = 4'b1111;    
                current_digit = 4'b0000;
            end
        endcase
    end
    always @* begin
        case (current_digit)
            4'd0: segments = 7'b1000000;  
            4'd1: segments = 7'b1111001;  
            4'd2: segments = 7'b0100100;  
            4'd3: segments = 7'b0110000;  
            4'd4: segments = 7'b0011001;  
            4'd5: segments = 7'b0010010;  
            4'd6: segments = 7'b0000010;  
            4'd7: segments = 7'b1111000;  
            4'd8: segments = 7'b0000000;  
            4'd9: segments = 7'b0010000;  
            default: segments = 7'b1111111;  
        endcase
    end
endmodule
`timescale 1ns / 1ps
module TopModule (
    input wire clk,               
    input wire reset,             
    output wire [6:0] segments,   
    output wire [3:0] anodes      
);
    wire [11:0] count;            
    wire [15:0] bcd;              
    wire ready;                   
    UpCounter counter (
        .clk(clk),
        .reset(reset),
        .count(count)
    );
    BinaryToBCD converter (
        .clk(clk),
        .reset(reset),
        .start(1'b1),  
        .binary(count),
        .bcd(bcd),
        .ready(ready)
    );
    DisplayDriver display (
        .clk(clk),
        .reset(reset),
        .bcd(bcd),
        .segments(segments),
        .anodes(anodes)
    );
endmodule
`timescale 1ns / 1ps
module UpCounter #(parameter MAX_COUNT = 4095)(clk, reset, count);
    input wire clk;
    input wire reset;
    output reg [11:0] count;
    always @(posedge clk or posedge reset) begin
        if (reset) begin
            count <= 12'd0;
        end else if (count < MAX_COUNT) begin
            count <= count + 1;
        end else begin
            count <= 12'd0;
        end
    end
endmodule
### flow/run.sh
#!/bin/bash
# OpenROAD 26Q1-2900-gdf79404cd8, Yosys 0.63+post, stock flow scripts
make -C /OpenROAD-flow-scripts/flow DESIGN_CONFIG=/design/flow/config.mk WORK_HOME=/design/flow/orfs finish
==> impl_metrics.json <==
{
  "grt_max_degree": 44,
  "yosys.area.top_type": "dfrtp_1",
  "layout_top_cells": "dfrtp_1 (83), nand2_1 (36), inv_1 (36)",
  "routed_wl_um": 7384,
  "path_class": "reg2out",
  "vias_per_cell": 5.549,
  "initCoreUtil_pct": 52.14,
  "antenna_cells": 0,
  "synthCells": 386,
  "syn_to_final_growth_pct": 11.49,
  "clk_pin_slew_worst_paths_ns": 0.08,
  "place.gp.congestion": 0.8407,
  "drt_iter0_markers": 188,
  "synth_flops": 84,
  "rsz0062_at_grt": "no",
  "tritoncts": "yes",
  "cts-resized-gates": 0,
  "register_area_sq_mm": 0.002103,
  "insertion_delay_ns": 0.36,
  "tightest_slew_ns": 0.7468,
  "cpMaxStageDelayCell": "clkdlybuf4s50_1",
  "min_period_over_period_pct": 74.95,
  "fin_skew_ns": 0.01396,
  "fin_total_pwr_w": 0.002223,
  "top_cell_area_share_pct": 51.28,
  "ys_cells": 386,
  "rows": 32,
  "finalSetupViolations": 0,
  "unclocked_pins": 2,
  "die-area_sq_mm": 0.008464,
  "unconstrained_endpoints": 6,
  "ys_area_sq_mm": 0.004050,
  "drive_above_1_share_pct": 9.406,
  "hold_buffers": 0,
  "hpwl_um": 4939,
  "vias": 2808,
  "critPathRequiredTime_ns": 3.28,
  "ys_seq_share_pct": 51.93,
  "combGateArea_sq_mm": 0.001738,
  "core_area_sq_mm": 0.007767,
  "clockBufferDepth": 2,
  "grt_pass1_wl_um": 12850,
  "cp.arrival_ns": 2.25,
  "drc": 0,
  "max_stage_delay_ns": 0.46,
  "cts-root-buf": "clkbuf_8",
  "grt-ovfl-total": 0,
  "grt_pass1_vias": 2661,
  "grt_antenna_before_repair": 0,
  "dieHeight_um": 92,
  "crit_chain": "a222oi_1 > mux2i_2 > ha_1 > nand2_1 > nand3_1 > clkdlybuf4s50_1",
  "synth-edff-count": 0,
  "largest_reg_flops": 28,
  "crit_fanout": 6,
  "ys_async_sr_fraction_pct": 100.0,
  "slew_headroom_pct": 50.15,
  "tool_warnings": 34,
  "status": "complete, no violations",
  "postRouteAntennaNets": 0,
  "wl_per_cell_um": 14.59,
  "chipWidth_um": 92,
  "finalSetupTns_ns": 0,
  "lay_top_count": "dfrtp_1",
  "drv_cap": 0,
  "nFillCells": 659,
  "pin_count": 13,
  "power_density_mw_per_mm2": 492.4,
  "max_freq_mhz": 325.4,
  "finalHoldViolCount": 0,
  "endpoint_kind": "output port",
  "p_leak_nw": 2.002,
  "fin_crit_ns": 3.073,
  "synth.distinct_cells": 47,
  "grtUsageTotal_pct": 19.79,
  "cp-start-kind": "register",
  "topCellsByArea": "dfrtp_1 (51%), ha_1 (5.3%), a222oi_1 (3.5%), xnor2_1 (3.5%), inv_1 (3.4%)",
  "first_pass_iters": 5,
  "yosys_warnings": 3,
  "ir_worst_vdd_mv": 0.2089,
  "cts-buffers-inserted": 9,
  "cts_htree_levels": 3,
  "utilization_pct": 58.13,
  "post_cts_buffers": 0,
  "drv_slew": 0,
  "syn-mean-instance-area_sq_um": 10.49,
  "hold_path.class": "reg2reg",
  "ys.flop_type": "dfrtp_1",
  "synth_area_sq_mm": 0.004050,
  "numPortBuffers": 12
}
[worst paths after layout]
check	slack (ns)	startpoint	endpoint	cells after the start
worst max register to register	2.28	converter.current_state[4]$_DFF_PP0_	converter.shift_reg[21]$_DFFE_PP0P_	4
min in group asynchronous	0.89	reset	display.clk_divider[5]$_DFF_PP0_	2
worst max-delay path	1.03	converter.bcd[9]$_DFFE_PP0P_	segments[3]	6
worst min-delay path	0.46	display.clk_divider[0]$_DFF_PP0_	display.clk_divider[0]$_DFF_PP0_	1
worst min register to register	0.46	display.clk_divider[0]$_DFF_PP0_	display.clk_divider[0]$_DFF_PP0_	1
max in group asynchronous	2.50	reset	converter.current_state[0]$_DFF_PP1_	3
[critical path: cells and delay by family (launching register included)]
family	cells	cell delay, ns
AND-OR/OR-AND	1	0.39
adder cells (fa/ha/maj)	1	0.34
buffers and inverters	1	0.46
flip-flops	1	0.38
multiplexers	1	0.20
AND/OR/NAND/NOR	2	0.14
[power by group]
part / switching (W) / internal [W] / total (W)
sequential: 0.0000909 / 0.000931 / 0.00102
clock: 0.000294 / 0.000379 / 0.000673
combinational: 0.000254 / 0.000274 / 0.000528
total: 0.000639 / 0.00158 / 0.00222
[area by class of cell]
cell class,instances,area share [%]
flip-flops and latches,84,46.58
multi-input cells,249,38.49
repair buffers,16,3.602
clock buffers,11,3.353
inverters,39,3.270
well taps,102,2.826
clock inverters,5,1.884
[cell usage after synthesis (2+ instances only)]
cell type  instances
clkbuf_1           6
o21ai_1            2
o2bb2ai_1          3
o21bai_1           2
o21ai_0           24
and3_1             2
a222oi_1          14
o31ai_1            3
ha_1              17
inv_2              2
xor2_1             9
a22oi_1            3
nand3_1           17
nand4_1            4
nor2_1            16
buf_2              8
a211o_1            2
a21o_1             2
nor3_2             2
nand2b_1          13
mux2i_1            7
o22ai_1            3
mux2_2             5
dfrtp_1           83
nor3_1             8
a31oi_1            3
o21a_1             3
xnor2_1           16
a31o_2             3
a22o_1             5
nor3b_1            4
a21oi_1            7
nand2_1           36
and4_1             3
inv_1             37
[stage by stage]
stage               cells  hold WS (ns)  instance area (sq um)  worst slack (ns)
floorplan             386        0.4178                   4050             1.117
global placement      490        0.4443                   4279             1.424
detailed placement    490        0.4517                   4279             1.421
CTS                   506        0.4607                   4516             1.010
global route          506        0.4733                   4516            0.8804
finish                506        0.4589                   4516             1.027
[kinds of logic after synthesis]
family,count (synthesis),share of synthesized area [%]
simple gates,110,14.09
buf+inv,53,5.159
mux,13,3.460
other cells,1,0.09259
fa+ha+maj,17,5.252
flops,84,51.93
xor+xnor,25,5.406
compound gates,83,14.61
[per-layer routing]
metal	up-vias	GRT usage, %	wire length [um]
met5	-	0	0
met3	6	4.051	240
met4	0	1.823	73
met1	1372	35.57	3894
li1	1388	-	-
met2	42	27.11	3175
